===== design.v =====
package dataplane_pkg;
endpackage
import dataplane_pkg::*;
module csr (
    input  logic         clk,
    input  logic         rst_n,
    input  logic [31:0]  waddr,       
    input  logic [31:0]  wdata,       
    input  logic         we,          
    input  logic [31:0]  raddr,       
    input  logic         re,          
    input  logic [47:0]  dst_mac,     
    input  logic [47:0]  src_mac,     
    input  logic [15:0]  eth_type,    
    input  logic         eth_ready,   
    input  logic         ipv4_ready,  
    input  logic [31:0]  src_ip,      
    input  logic [31:0]  dst_ip,      
    input  logic [7:0]   protocol,    
    input  logic         udp_tcp_ready,
    input  logic [15:0]  udp_src_port,
    input  logic [15:0]  udp_dst_port,
    input  logic [15:0]  tcp_src_port,
    input  logic [15:0]  tcp_dst_port,
    input  logic [127:0] flow_key,
    input  logic         flow_key_valid,
    output logic [31:0]  rdata,       
    output logic         rdone,       
    output logic         wdone        
);
logic [31:0] register_file [0:15];
always_ff @(posedge clk or negedge rst_n) begin
    if (!rst_n) begin
        for (int i = 0; i < 16; i++) begin
            register_file[i] <= 32'b0;
        end
        wdone <= 1'b0;
    end
    else begin
        wdone <= 1'b0;
        if (eth_ready) begin
            register_file[4'h2]   <= dst_mac[31:0];
            register_file[4'h3]   <= {16'b0, dst_mac[47:32]};
            register_file[4'h4]   <= src_mac[31:0];
            register_file[4'h5]   <= {16'b0, src_mac[47:32]};
            register_file[4'h6]    <= {16'b0, eth_type};
        end
        if (ipv4_ready) begin
            register_file[4'h7]      <= src_ip;
            register_file[4'h8]      <= dst_ip;
            register_file[4'h9]    <= {16'b0, protocol};
        end
        if (udp_tcp_ready) begin
            register_file[4'ha]    <= {udp_src_port[15:0], udp_dst_port[15:0]};
            register_file[4'hb]    <= {tcp_src_port[15:0], tcp_dst_port[15:0]};
        end
        if (flow_key_valid) begin
            register_file[4'hc]  <= flow_key[31:0];
            register_file[4'hd]  <= flow_key[63:32];
            register_file[4'he]  <= flow_key[95:64];
            register_file[4'hf] <= flow_key[127:96];
        end
        if (we) begin
            case (waddr[5:2])
                4'h1:   register_file[4'h1] <= wdata;  
                default: ;  
            endcase
            wdone <= 1'b1;
        end
    end
end
always_ff @(posedge clk or negedge rst_n) begin
    if (!rst_n) begin
        rdata <= 32'b0;
        rdone <= 1'b0;
    end
    else begin
        rdone <= 1'b0;
        if (re) begin
            rdone <= 1'b1;
            case (raddr[5:2])
                4'h1,
                4'h2,
                4'h3,
                4'h4,
                4'h5,
                4'h6,
                4'h7,
                4'h8,
                4'h9,
                4'ha,
                4'hb,
                4'hc,
                4'hd,
                4'he,
                4'hf:
                    rdata <= register_file[raddr[5:2]];
                default:
                    rdata <= 32'hDEADBEEF;
            endcase
        end
    end
end
endmodule

===== run.sh =====
#!/bin/bash
# OpenROAD 26Q1-2900-gdf79404cd8, Yosys 0.63+post, stock flow scripts
make -C /OpenROAD-flow-scripts/flow DESIGN_CONFIG=/design/flow/config.mk WORK_HOME=/design/flow/orfs finish

===== config.mk =====
export PLATFORM = sky130hd
export DESIGN_NAME = csr
export DESIGN_NICKNAME = csr
export VERILOG_FILES = /design/flow/design.v
export SDC_FILE = /design/flow/constraint.sdc
export NUM_CORES = 4
export LEC_CHECK = 1
export CORE_UTILIZATION = 30

===== constraint.sdc =====
current_design csr

set clk_period 1.7
set clk_io_pct 0.2

create_clock -name clk0 -period $clk_period [get_ports {clk}]

set non_clock_inputs [all_inputs -no_clocks]
set_input_delay [expr $clk_period * $clk_io_pct] -clock clk0 $non_clock_inputs
set_output_delay [expr $clk_period * $clk_io_pct] -clock clk0 [all_outputs]

==> impl_metrics.env <==
# implementation run metrics
export IMPL_setup_viol=0
export IMPL_synth_warnings=2
export IMPL_status="complete, no violations"
export IMPL_path_clk_slew_ps=60
export IMPL_vias_per_cell=5.19
export IMPL_timing_hold_ws_ps=64.9
export IMPL_hpwl_um=64600
export IMPL_ios=514
export IMPL_num_rows=93
export IMPL_yosysUniqueCellTypes=62
export IMPL_stdcell_area_um2=29000
export IMPL_edf_count=0
export IMPL_antenna_found_initial=16
export IMPL_grt_pass1_wl_um=118000
export IMPL_cts_sinks=442
export IMPL_core_um2=64800
export IMPL_yosys_cells=1459
export IMPL_port_buffers=457
export IMPL_synth_avg_cell_area_um2=13.6
export IMPL_p_per_area_nw_per_um2=1010
export IMPL_cp_required_ps=2240
export IMPL_ys_seq_share_pct=55.9
export IMPL_dieArea_um2=67000
export IMPL_die_w_um=259
export IMPL_wire_per_inst_um=27.8
export IMPL_finalMaxSlewViolations=0
export IMPL_worst_path_max_fanout=11
export IMPL_synthArstFlopShare_pct=100
export IMPL_timing_final_hold_violations=0
export IMPL_start_kind="input port"
export IMPL_ant_nets=0
export IMPL_period_used_pct=98.8
export IMPL_syn_cell_area_um2=19800
export IMPL_cts_tree="built"
export IMPL_vias=15553
export IMPL_cts_buffer_depth=3
export IMPL_insertion_delay_ps=600
export IMPL_track_usage_pct=25.8
export IMPL_warnings=81
export IMPL_vdd_drop_max_mv=0.704
export IMPL_drive_gt1_share_pct=36.1
export IMPL_htree_num_levels=2
export IMPL_root_buffer="clkbuf_16"
export IMPL_synth_cells=1459
export IMPL_arrival_ps=2220
export IMPL_grt_overflow_total=0
export IMPL_layout_top_cells="dfrtp_1, clkdlybuf4s50_1, mux2_2"
export IMPL_drc=0
export IMPL_grt_pass1_vias=16653
export IMPL_p_leak_nw=12.0
export IMPL_die_h_um=259
export IMPL_post_route_min_period_ps=1680
export IMPL_maxCapViolCount=0
export IMPL_place_area_um2=27200
export IMPL_grt_start_max_net_pins=89
export IMPL_hp_class="in -> reg"
export IMPL_crit_type="in -> reg"
export IMPL_finClkSkew_ps=17.8
export IMPL_fp_util_pct=30.5
export IMPL_endpoint_kind="flop"
export IMPL_drtPass1Iterations=5
export IMPL_routed_wl_um=83300
export IMPL_area_growth_pct=46.5
export IMPL_ys_ff=442
export IMPL_drt_iter0_markers=972
export IMPL_fmax_mhz=595
export IMPL_tightest_slew_ps=856
export IMPL_relSlewSlack_pct=42.7
export IMPL_grt_setup_unrepaired="false"
export IMPL_synthFlopType="dfrtp_1"
export IMPL_yosys_area_um2=19800
export IMPL_numCtsBuffers=50
export IMPL_globalplace_congestion=0.961
export IMPL_layout_top_cell="dfrtp_1"
[per-stage QoR]
stage | power (mW) | util (%) | std cells | setup slack (ps) | TNS [ps]
2_1_floorplan | 14.5 | - | 1459 | 29.3 | 0
3_3_place_gp | 17.6 | 41.9 | 2891 | -540 | -16310
3_5_place_dp | 17.7 | 41.9 | 2891 | -559 | -16540
4_1_cts | 29.4 | 44.7 | 2989 | 11.2 | 0
5_1_grt | 30.3 | 44.7 | 2996 | 16.1 | 0
6_report | 29.2 | 44.7 | 2998 | 20.5 | 0
[layer usage]
layer | up-vias | global-route usage [%] | share of wire [%]
li1 | 6790 | - | -
met1 | 7982 | 35.7 | 41
met2 | 616 | 40.3 | 48
met3 | 149 | 7.65 | 8.1
met4 | 16 | 7.26 | 3.3
met5 | - | 0 | 0.12
[synth_stat cells, types with 9 or more instances]
cell      number  area share (%)
a21oi_1       34            0.86
a221oi_1      12            0.53
a22o_1        14            0.62
a22oi_1       59             2.2
a32oi_1       17            0.75
buf_2         41             1.0
buf_4          9            0.34
buf_6          9            0.51
clkbuf_1      52            0.99
dfrtp_1      442              56
mux2_1        11            0.63
mux2_2       411              23
mux2i_1       44             2.2
nand2_1       36            0.68
nand2b_1      11            0.35
nand3_1       18            0.46
nor2_1        35            0.66
nor2b_1       12            0.38
o211ai_1       9            0.34
o21ai_0       24            0.61
o221ai_1      14            0.62
o22ai_1       33             1.0
o32a_1        11            0.56
[state kept, by name, indices dropped and copies added, names as in the netlist]
| name | count |
|---|---|
| wdone | 1 |
| register_file | 408 |
| rdata | 32 |
| rdone | 1 |
[final timing paths]
path                       cells past startpoint                           endpoint  slack (ps)                        startpoint
min                                            1                    rdone$_DFF_PN0_          60                                re
max reg2reg                                    5               rdata[6]$_DFFE_PN0P_          50  register_file[11][6]$_DFFE_PN0P_
min in group asynchronous                      2  register_file[11][19]$_DFFE_PN0P_         180                             rst_n
min reg2reg                                    1              rdata[21]$_DFFE_PN0P_         500             rdata[21]$_DFFE_PN0P_
max                                            8              rdata[31]$_DFFE_PN0P_          20                          raddr[5]
max in group asynchronous                      4   register_file[15][4]$_DFFE_PN0P_         710                             rst_n
[kinds of logic (layout without fill, tap and decap cells)]
logic type / count (synthesis) / after routing / share of synthesized area [%]
buf+inv: 124 / 799 / 3.12
compound gates: 277 / 277 / 10.5
other cells: 0 / 9 / 0
flops: 442 / 442 / 55.9
simple gates: 144 / 144 / 3.67
mux: 472 / 472 / 26.8
[power breakdown]
part / total (mW) / switching, mW / internal [mW] / leakage [nW]
combinational: 5.01 / 2.15 / 2.86 / 5.95
sequential: 12.5 / 0.745 / 11.7 / 5.19
clock: 11.7 / 4.55 / 7.19 / 0.867
total: 29.2 / 7.45 / 21.8 / 12.0
[what timing repair did]
item,in CTS,in global routing
pin swaps,0,0
hold buffers,1,0
endpoints found under the hold margin,257,0
endpoints found under the setup margin,34,3
buffers inserted,4,0
gates resized,35,3
[cell type report]
class,instances,area [um^2]
tap,855,1070
clock inverter,25,372
antenna,9,22.5
inverter,11,41.3
fill,5766,35800
clock buffer,68,1410
timing repair buffer,695,6870
multi-input combinational,893,8130
sequential,442,11100
[worst max-delay path, stage by stage]
cell and delay, ps:
buf_4 170, buf_4 180, inv_2 50, nor2_1 660
a32oi_1 190, buf_4 200, o22ai_1 240, o32a_1 190
Power is estimated from default activity; no workload was simulated.
