$ cat flow/config.mk
export PLATFORM = sky130hd
export DESIGN_NAME = flow_key_gen
export DESIGN_NICKNAME = flow_key_gen
export VERILOG_FILES = /design/flow/design.v
export SDC_FILE = /design/flow/constraint.sdc
export NUM_CORES = 4
export LEC_CHECK = 1
export CORE_UTILIZATION = 40
$ cat flow/constraint.sdc
current_design flow_key_gen

set clk_period 6.9
set clk_io_pct 0.2

create_clock -name clk0 -period $clk_period [get_ports {clk}]

set non_clock_inputs [all_inputs -no_clocks]
set_input_delay [expr $clk_period * $clk_io_pct] -clock clk0 $non_clock_inputs
set_output_delay [expr $clk_period * $clk_io_pct] -clock clk0 [all_outputs]
$ cat flow/design.v
package dataplane_pkg;
endpackage
module flow_key_gen (
    input  logic                    clk,
    input  logic                    rst_n,
    input  logic [15:0]             eth_type,
    input  logic                    eth_parser_ready,
    input  logic [31:0]             src_ip,
    input  logic [31:0]             dst_ip,
    input  logic [7:0]              protocol,
    input  logic                    ipv4_parser_ready,
    input  logic [15:0]             udp_src_port,
    input  logic [15:0]             udp_dst_port,
    input  logic [15:0]             tcp_src_port,
    input  logic [15:0]             tcp_dst_port,
    input  logic                    upd_tcp_parser_ready,
    output logic [127:0]            flow_key,
    output logic                    valid_flow_key
);
logic        eth_captured;
logic        ipv4_captured;
logic        udp_tcp_captured;
logic        gen_flow_key;
logic [15:0] eth_type_capt;
logic [31:0] src_ip_capt;
logic [31:0] dst_ip_capt;
logic [ 7:0] protocol_capt;
logic [15:0] src_port_capt;
logic [15:0] dst_port_capt;
assign gen_flow_key = eth_captured && (eth_type_capt == 16'h0800) && ipv4_captured && udp_tcp_captured;
always_ff @(posedge clk or negedge rst_n) begin
    if (!rst_n) begin
        eth_captured     <= 1'b0;
        ipv4_captured    <= 1'b0;
        udp_tcp_captured <= 1'b0;
        eth_type_capt    <= '0;
        src_ip_capt      <= '0;
        dst_ip_capt      <= '0;
        protocol_capt    <= '0;
        src_port_capt    <= '0;
        dst_port_capt    <= '0;
        valid_flow_key   <= 1'b0;
        flow_key         <= '0;
    end
    else begin
        valid_flow_key <= 1'b0;
        if (eth_captured && eth_type_capt != 16'h0800) begin
            eth_captured     <= 1'b0;
            ipv4_captured    <= 1'b0;
            udp_tcp_captured <= 1'b0;
        end
        if (eth_parser_ready && !eth_captured) begin
            eth_type_capt <= eth_type;
            eth_captured  <= 1'b1;
        end
        if (ipv4_parser_ready && !ipv4_captured) begin
            src_ip_capt   <= src_ip;
            dst_ip_capt   <= dst_ip;
            protocol_capt <= protocol;
            ipv4_captured <= 1'b1;
        end
        if (upd_tcp_parser_ready && !udp_tcp_captured) begin
            if (protocol_capt == 17) begin
                src_port_capt <= udp_src_port;
                dst_port_capt <= udp_dst_port;
            end
            else if (protocol_capt == 6) begin
                src_port_capt <= tcp_src_port;
                dst_port_capt <= tcp_dst_port;
            end
            udp_tcp_captured <= 1'b1;
        end
        if (gen_flow_key) begin
            flow_key = {24'h0,
                        src_ip_capt, 
                        dst_ip_capt, 
                        src_port_capt, 
                        dst_port_capt, 
                        protocol_capt};
            valid_flow_key   <= 1'b1;
            eth_captured     <= 1'b0;
            ipv4_captured    <= 1'b0;
            udp_tcp_captured <= 1'b0;
        end
    end
end
endmodule
$ cat flow/run.sh
#!/bin/bash
# OpenROAD 26Q1-2900-gdf79404cd8, Yosys 0.63+post, stock flow scripts
make -C /OpenROAD-flow-scripts/flow DESIGN_CONFIG=/design/flow/config.mk WORK_HOME=/design/flow/orfs finish
==> flow_summary.yaml <==
# implementation run metrics
logic_synthesis:
  edf_count: 0
  top_area_cell: "dfrtp_1"
  ys_chip_area_sq_mm: 0.009016
  synthArstFlopShare: 1.000
  synth_warnings: 1
  netlist_area_sq_mm: 0.009016
  synth.avg_cell_area_sq_um: 15.20
  ys_seq_frac: 0.6328
  synth_cell_types: 25
  ys_top_cells_by_count: "228 x dfrtp_1, 143 x mux2_2, 49 x mux2_1"
  ff_type: "dfrtp_1"
  ys_cells: 593
  synth_top_area_share: 0.6328
  yosys-top-cells-area: "dfrtp_1 63%, mux2_2 18%, mux2_1 6.1%"
  ys_ff: 228
  synth_top_cell_by_count: "dfrtp_1"
  synth_cells: 593
final_timing:
  hold_viol: 0
  max_slew.worst_pin.slew_ns: 0.7232
  min_period_ns: 3.028
  grt_setup_unrepaired: "false"
  fin_worst_skew_ns: 0.02183
  relSlewSlack: 0.5179
  finalSetupViolations: 0
  max_freq_mhz: 330.3
  whs_ns: 0.4711
  drv_slew: 0
  setup_slack_ns: 3.872
  fin_tns_setup_ns: 0
  post-route-period-util: 0.4388
grt:
  antenna_found_initial: 0
  grt_max_degree: 76
  grt_pass1_wl_um: 30640
  use_met2: 0.2431
  met1_usage: 0.2721
  met3_usage: 0.06404
  grt_overflow_total: 0
  top_usage_layer: "met1"
  grt_pass1_vias: 5644
  grt.total_usage: 0.1724
place:
  place.port_buffers: 261
  dpl.hpwl_um: 12710
  gp_congestion: 0.7834
  dp_slack_ns: 3.299
pwr:
  leakagePower_nw: 5.903
  ir_worst_vdd_uv: 158.8
  power_density_mw_per_mm2: 258.8
die:
  core_sq_mm: 0.02196
  die_w_um: 152.1
  fp_util: 0.4106
  die_h_um: 152.1
  rows: 54
  dieArea_sq_mm: 0.02315
  io_pins: 286
clocking:
  clock_latency_ns: 0.53
  cts_sinks: 228
  path_clk_slew_ns: 0.05
  clockRootBuffer: "clkbuf_16"
  post_cts_resized: 0
  cts_made_buffers: 26
  cts_tree: "done"
  post_cts_buffers: 0
  clockBufferDepth: 3
  htree_levels: 1
  hold_buffers: 0
critical_path:
  rrSetupSlack_ns: 4.14
  crit_family: "buffers and inverters"
  max_stage_delay_ns: 0.59
  path_class: "in2reg"
  path_cells: "clkdlybuf4s50_1 -> nor2b_4 -> buf_4 -> buf_4 -> mux2_2"
  cp_num_buf_inv: 3
  crit_slowest_cell: "buf_4"
  endpoint_kind: "flop"
  crit_arrival_ns: 3.42
  cpMostUsedCell: "buf_4"
  crit_required_ns: 7.29
  critPathLaunchType: "input port"
  cp_max_fo: 44
outcome:
  status: "complete, no violations"
route:
  vias: 5479
  antenna_cells: 0
  wire_per_inst_um: 15.87
  ant_nets: 0
  firstDrtPassIters: 52
  wl_um: 18420
  routed_via_density: 4.719
  post-route-drc-count: 0
  drt-initial-drc-count: 176
min_path:
  worstHoldPathType: "reg2reg"
run:
  drv_cap: 0
  tool_warnings: 25
final_layout:
  drive_gt1_frac: 0.2304
  area_growth_pct: 40.38
==> flip-flops by register name (all words and copies together) (netlist names) <==
signal            cells
eth_captured          1
flow_key            104
protocol_capt         8
udp_tcp_captured      1
valid_flow_key        1
dst_ip_capt          32
dst_port_capt        16
src_ip_capt          32
eth_type_capt        16
src_port_capt        16
ipv4_captured         1
==> area by class of cell <==
class                      instances  area, sq um
inverter                           1        3.754
tap                              280        350.3
multi-input combinational        333         3033
clock inverter                    15        165.2
sequential                       228         5705
clock buffer                      33        706.9
fill                            1672         9301
timing repair buffer             271         2693
==> worst paths after layout <==
check                                  start         endpoint  cells after the start
min in group asynchronous              rst_n     flow_key[46]                      1
max in group asynchronous              rst_n  src_ip_capt[22]                      3
min                          src_ip_capt[17]     flow_key[89]                      1
min reg2reg                  src_ip_capt[17]     flow_key[89]                      1
max                        ipv4_parser_ready  src_ip_capt[18]                      5
max reg2reg                 eth_type_capt[5]     flow_key[45]                      5
==> layout by cell type (no fill, tap or decap) <==
cell type,n
clkinv_4,1
nand2_1,34
o21a_1,2
mux2i_1,32
mux2_1,49
mux2_2,143
clkbuf_8,3
o21bai_1,1
nor4b_2,1
nor2b_1,1
bufinv_16,3
clkdlybuf4s50_1,260
o211ai_1,2
clkbuf_1,4
inv_1,1
clkbuf_16,26
nor4bb_1,2
nor4_1,4
clkinv_8,1
conb_1,24
dfrtp_1,228
nand4_1,1
nor2b_4,1
nand3_1,1
buf_4,10
o21ai_0,32
nor2_4,1
o2111ai_4,1
nand2_2,1
buf_8,1
clkinv_2,10
==> metal layers <==
| layer | up-vias | routed length, um | part of all wire |
|---|---|---|---|
| met5 | - | 0 | 0 |
| met4 | 0 | 306 | 0.017 |
| met3 | 28 | 2120 | 0.12 |
| met2 | 202 | 8136 | 0.44 |
| met1 | 2667 | 7860 | 0.43 |
| li1 | 2582 | - | - |
==> power by group <==
group          internal [mW]  leakage, nW  switching (mW)
Sequential              1.51         2.97          0.0841
Combinational          0.215         2.49           0.110
Clock                  0.838        0.439           0.522
==> metrics by stage <==
step	total power, mW	cells	utilization	area, sq um
2_1_floorplan	1.784	616	-	9102
3_3_place_gp	1.926	1113	0.5367	11790
3_5_place_dp	1.947	1113	0.5367	11790
4_1_cts	3.328	1161	0.5764	12660
5_1_grt	3.443	1161	0.5764	12660
6_report	3.275	1161	0.5764	12660
==> cell families after synthesis <==
family | share of synthesized area
AND-OR/OR-AND | 0.02290
flip-flops | 0.6328
multiplexers | 0.2753
other | 0.0004159
AND/OR/NAND/NOR | 0.02512
buffers and inverters | 0.04344
No activity file was given, so power comes from the tool's default toggle rates.
