==> /design/flow/config.mk <==
export PLATFORM = sky130hd
export DESIGN_NAME = axi_rx
export DESIGN_NICKNAME = axi_rx
export VERILOG_FILES = /design/flow/design.v
export SDC_FILE = /design/flow/constraint.sdc
export NUM_CORES = 4
export LEC_CHECK = 1
export CORE_UTILIZATION = 50
==> /design/flow/constraint.sdc <==
current_design axi_rx

set clk_period 2.4
set clk_io_pct 0.2

create_clock -name clk0 -period $clk_period [get_ports {clk}]

set non_clock_inputs [all_inputs -no_clocks]
set_input_delay [expr $clk_period * $clk_io_pct] -clock clk0 $non_clock_inputs
set_output_delay [expr $clk_period * $clk_io_pct] -clock clk0 [all_outputs]
==> /design/flow/design.v <==
package dataplane_pkg;
endpackage
module axi_rx #(
    parameter DATA_WIDTH = 64
)(
    input  logic                    clk,
    input  logic                    rst_n,
    input  logic                    tvalid,
    input  logic [DATA_WIDTH-1:0]   tdata,
    input  logic [DATA_WIDTH/8-1:0] tkeep,
    input  logic                    tlast,
    output logic                    tready,
    output logic [$clog2(DATA_WIDTH/8)-1:0] idx,    
    output logic [DATA_WIDTH-1:0]   tdata_out,      
    output logic                    data_valid,     
    output logic                    last_flag       
);
assign tready = 1'b1;
logic [$clog2(DATA_WIDTH/8+1)-1:0] widx;
always_ff @(posedge clk or negedge rst_n) begin
    if (!rst_n) begin
        tdata_out  <= '0;
        idx        <= '0;
        data_valid <= 1'b0;
        last_flag  <= 1'b0;
    end 
    else begin
        last_flag <= tlast;
        data_valid <= 1'b0;
        if (tvalid && tready) begin
            widx = 0;
            for (int beat = 0; beat < DATA_WIDTH/8; beat++) begin
                if (tkeep[beat]) begin
                    tdata_out[widx*8 +: 8] <= tdata[beat*8 +: 8];
                    widx++;
                end
            end
            data_valid <= 1'b1;
            if (widx != 0) idx <= widx - 1;
            else idx <= widx;
        end
    end
end
endmodule
==> /design/flow/run.sh <==
#!/bin/bash
# OpenROAD 26Q1-2900-gdf79404cd8, Yosys 0.63+post, stock flow scripts
make -C /OpenROAD-flow-scripts/flow DESIGN_CONFIG=/design/flow/config.mk WORK_HOME=/design/flow/orfs finish
==> flow_summary.ini <==
; physical design summary
[logic_synthesis]
ys_seq_share_pct = 20.1
yosys_area_um2 = 8600
async_reset_ff_share_pct = 100
syn_area_um2 = 8600
netlist.area_leader.share_pct = 20.1
yosysWarnings = 1
edf_count = 0
syn_area_per_cell_um2 = 7.58
yosysTopAreaCell = dfrtp_1
ys_cells = 1134
netlist-cell-type-count = 76
synth_flops = 69
syn_inst = 1134
synth-main-ff-cell = dfrtp_1
topCellsByArea = dfrtp_1, a22oi_1, nand2_1

[floorplan]
core_util_floorplan_pct = 51.5
die_x_um = 133
io_pins = 146
fp-row-count = 47
die_y_um = 133

[final_timing]
worstEpCategory = sequential cell input
postGrtWorstEndpoint = tdata_out[61]$_DFFE_PN0P_/D

[run_status]
status = stopped before the end
error = [ERROR GRT-0232] Routing congestion too high. Check the congestion heatmap in the GUI.
failing_step = global routing (5_1_grt)

[clock_network]
cts_hold_buf = 0
clockRootBuffer = clkbuf_16
cts_buffers = 9
clock_path_buffers = 2
cts_sinks = 69
h-tree-depth = 3

[placed_design]
dpl.hpwl_um = 36000
dp.cells = 1758
port_buffers = 144
gp_congestion = 1.17

[global_route]
grt_max_degree = 56
[timing repair]
item / CTS
gates resized: 124
setup endpoints to repair: 67
pin swaps: 77
setup buffers: 31
[per-stage QoR]
step           worst slack, ps  area (um^2)  util, %  setup TNS [ps]  total power, W
2_1_floorplan            -3030         8980        -         -189690         0.00582
3_5_place_dp             -3160        13000     77.8         -202200         0.00992
3_3_place_gp             -3060        13000     77.8         -196460         0.00985
4_1_cts                  -2280        14000     83.9         -144840          0.0124
[synth_stat cells, drive strengths merged, types with 26 or more instances]
cell type  number
a21oi          57
o2bb2ai        26
o211ai         50
nor2          105
inv            31
o22ai          33
nand2         132
dfrtp          69
a22oi          80
clkbuf         63
nand3          29
o21ai          50
ha             33
[kinds of logic after synthesis]
| family | after synthesis | share of synthesized area, % |
|---|---|---|
| adder cells (fa/ha/maj) | 34 | 5.04 |
| AND/OR/NAND/NOR | 409 | 23.1 |
| AND-OR/OR-AND | 442 | 37.2 |
| other | 1 | 0.0436 |
| XOR/XNOR | 27 | 4.77 |
| buffers and inverters | 116 | 5.46 |
| flip-flops | 69 | 20.1 |
| multiplexers | 36 | 4.35 |
No activity file was given, so power comes from the tool's default toggle rates.
